File: /design/flow/run.sh
#!/bin/bash
# OpenROAD 26Q1-2900-gdf79404cd8, Yosys 0.63+post, stock flow scripts
make -C /OpenROAD-flow-scripts/flow DESIGN_CONFIG=/design/flow/config.mk WORK_HOME=/design/flow/orfs finish
File: /design/flow/config.mk
export PLATFORM = sky130hd
export DESIGN_NAME = fifo
export DESIGN_NICKNAME = fifo
export VERILOG_FILES = /design/flow/design.v
export SDC_FILE = /design/flow/constraint.sdc
export NUM_CORES = 4
export LEC_CHECK = 1
export CORE_UTILIZATION = 40
File: /design/flow/constraint.sdc
current_design fifo

set clk_period 3.6
set clk_io_pct 0.2

create_clock -name clk0 -period $clk_period [get_ports {clk}]

set non_clock_inputs [all_inputs -no_clocks]
set_input_delay [expr $clk_period * $clk_io_pct] -clock clk0 $non_clock_inputs
set_output_delay [expr $clk_period * $clk_io_pct] -clock clk0 [all_outputs]
File: /design/flow/design.v
package  Pipe_Buf_Reg_PKG;
    typedef struct packed{
        logic [8:0]     Curr_Pc;
        logic [31:0]    Curr_Instr;
    } if_id_reg;
    typedef struct packed{
        logic ALUSrc;
        logic MemtoReg;
        logic RegWrite;
        logic MemRead;
        logic MemWrite;
        logic [1:0]     ALUOp;
        logic Branch;
        logic JalrSel;
        logic [1:0]     RWSel;
        logic [8:0]     Curr_Pc;
        logic [31:0]    RD_One;
        logic [31:0]    RD_Two;
        logic [4:0]     RS_One;
        logic [4:0]     RS_Two;
        logic [4:0]     rd;
        logic [31:0]    ImmG;
        logic [2:0]     func3;
        logic [6:0]     func7;
        logic [31:0]    Curr_Instr;
    } id_ex_reg;
    typedef struct packed{
        logic RegWrite;
        logic MemtoReg;
        logic MemRead;
        logic MemWrite;
        logic [1:0]     RWSel;
        logic [31:0]    Pc_Imm;
        logic [31:0]    Pc_Four;
        logic [31:0]    Imm_Out;
        logic [31:0]    Alu_Result;
        logic [31:0]    RD_Two;
        logic [4:0]     rd;
        logic [2:0]     func3;
        logic [6:0]     func7;
        logic [31:0]    Curr_Instr;
    } ex_mem_reg;
    typedef struct packed{
        logic RegWrite;
        logic MemtoReg;
        logic [1:0]     RWSel;
        logic [31:0]    Pc_Imm;
        logic [31:0]    Pc_Four;
        logic [31:0]    Imm_Out;
        logic [31:0]    Alu_Result;
        logic [31:0]    MemReadData;
        logic [4:0]     rd;
        logic [31:0]    Curr_Instr;
    } mem_wb_reg;
endpackage
module fifo( clk, rst, in_read_ctrl, in_write_ctrl, in_write_data, 
             out_read_data, out_is_full, out_is_empty
             );
parameter
  ENTRIES = 4; 
localparam [31:0]  
  ENTRIES_LOG2 = $clog2(ENTRIES);
   input  logic       clk; 
   input  logic       rst;
   input  logic       in_read_ctrl;
   input  logic       in_write_ctrl;
   input  logic [7:0] in_write_data;
   output logic [7:0] out_read_data;
   output logic       out_is_full;
   output logic       out_is_empty;
   logic [ENTRIES_LOG2-1:0]  write_ptr;
   logic [ENTRIES_LOG2-1:0]  read_ptr;
   logic [ENTRIES-1:0] [7:0] fifo_data;
   logic [7:0]               head;
   logic [ENTRIES_LOG2:0]    number_of_current_entries; 
always_ff @(posedge clk) begin
   if (rst) begin
      write_ptr <= 0;
   end
   else if (in_write_ctrl) begin
      write_ptr <= write_ptr + 1'b1;
      fifo_data[write_ptr] <= in_write_data;
   end
end
always_comb begin
   head = fifo_data[read_ptr];
end
always_ff @(posedge clk) begin
   if (rst) begin
      read_ptr <= 0;
   end
   else if (in_read_ctrl) begin
      read_ptr <= read_ptr + 1'b1;
      out_read_data <= head;
   end
end
always_ff @(posedge clk) begin
   if (rst) begin
      number_of_current_entries <= 0;
      out_is_empty <= 1;
      out_is_full <= 0;
   end
   else if (in_read_ctrl & ~in_write_ctrl ) begin
      number_of_current_entries <= number_of_current_entries - 1'b1;
      out_is_full <= 0;
      out_is_empty <= (number_of_current_entries == 1'b0);       
   end
   else if (~in_read_ctrl & in_write_ctrl) begin
      number_of_current_entries <= number_of_current_entries + 1'b1;
      out_is_empty <= 0;
      out_is_full <= (number_of_current_entries == (ENTRIES-1'b1)); 
   end
    else if (~in_read_ctrl & ~in_write_ctrl) begin
      out_is_empty <= out_is_empty;
      out_is_full <= out_is_full; 
   end
end
endmodule
==> results.sh <==
# implementation run metrics
export IMPL_tightest_slew_ns=0.682
export IMPL_root_buffer="clkbuf_8"
export IMPL_holdCritPathClass="flop to flop"
export IMPL_insertion_delay_ns=0.31
export IMPL_largest_area_cell="edfxtp_1"
export IMPL_timing_rr_end="fifo_data[28]"
export IMPL_xor_area_frac=0.0186
export IMPL_critPathRequiredTime_ns=3.83
export IMPL_grt_util_all_layers=0.160
export IMPL_cts_htree_levels=2
export IMPL_slew_headroom=0.545
export IMPL_logic_family="simple AND/OR/NAND/NOR gates"
export IMPL_period_needed_ns=2.38
export IMPL_critPathKind="primary input to flop"
export IMPL_drive_above_1_share=0.100
export IMPL_post_cts_setup_buffer_count=0
export IMPL_hold_path_end="out_is_empty"
export IMPL_syn_to_final_growth_pct=16.2
export IMPL_die_x_um=78.8
export IMPL_cts_clk_slew_worst_paths_ns=0.09
export IMPL_wire_per_inst_um=14.4
export IMPL_cts_hold_buffers=0
export IMPL_hold_viol_final=0
export IMPL_pin_count=22
export IMPL_grt_max_degree=23
export IMPL_fa_ha_area_frac=0.0456
export IMPL_num_vias=1501
export IMPL_warning_count=30
export IMPL_cts_resized=0
export IMPL_fin_crit_sh=0.661
export IMPL_diodes=0
export IMPL_finalSetupViolCount=0
export IMPL_worst_ir_drop_vdd_uv=208
export IMPL_critPathCaptureType="flop"
export IMPL_avgSynthCellArea_um2=11.6
export IMPL_final_max_slew_viol_count=0
export IMPL_flop_area_um2=1380
export IMPL_r2r_cells=5
export IMPL_dp_cells=293
export IMPL_grt_pass1_vias=1479
export IMPL_maxCapViolations=0
export IMPL_status="complete, no violations"
export IMPL_ys_types=25
export IMPL_grt_pass1_wl_um=7140
export IMPL_clock_sinks=49
export IMPL_cts_tree="yes"
export IMPL_chip_area_um2=6210
export IMPL_syn_cell_area_um2=2360
export IMPL_wl_um=4340
export IMPL_core_region_area_um2=5610
export IMPL_ys_cells=204
export IMPL_aoi_share=0.0817
export IMPL_final_setup_tns_ns=0
export IMPL_ys_warn_count=1
export IMPL_drt_pass1_iter_count=4
export IMPL_ys_seq_frac=0.586
export IMPL_r2r_setup_slack_ns=1.50
export IMPL_min_from="out_is_empty"
export IMPL_finClkSkew_ns=0.0107
export IMPL_fp_utilization=0.421
export IMPL_timing_fmax_ghz=0.420
export IMPL_via_per_inst=4.99
export IMPL_die_h_um=78.8
export IMPL_hpwlAfterDp_um=2780
export IMPL_grt_antenna_before_repair=0
export IMPL_fp_row_count=27
export IMPL_arrival_ns=2.61
export IMPL_area_leaders="edfxtp_1 51%, dfxtp_1 7.6%, mux4_2 7.6%"
export IMPL_cts_path_max_buffers=2
export IMPL_numCtsBuffers=5
export IMPL_finalWeightedCongestion=0.752
export IMPL_ys_ff=49
export IMPL_p_leak_uw=0.00102
export IMPL_mux_area_frac=0.0806
export IMPL_synth_top_area_share=0.509
export IMPL_cp_max_fo=4
export IMPL_drc=0
export IMPL_grt_setup_unrepaired="no"
export IMPL_fin_util=0.489
export IMPL_r2r_start="write_ptr[0]"
export IMPL_port_buffers=21
export IMPL_ys_area_um2=2360
export IMPL_grt_overflow=0
export IMPL_startpoint="in_write_ctrl"
export IMPL_synthCells=204
export IMPL_ant_nets=0
export IMPL_powerDensity_nw_per_um2=439
export IMPL_first_iter_violations=83
export IMPL_holdPathStages=2
export IMPL_start_kind="primary input"
export IMPL_fill_cells=517
export IMPL_synthSimpleGateAreaFrac=0.110
export IMPL_fin_cells=301
export IMPL_comb_area_um2=796
## registers in the layout (all words and copies together), names as in the netlist
| register | count |
|---|---|
| write_ptr | 2 |
| read_ptr | 2 |
| out_is_full | 1 |
| out_is_empty | 1 |
| fifo_data | 32 |
| number_of_current_entries | 3 |
| out_read_data | 8 |
## cells in the mapped netlist
cell      instances
a21oi_1           3
nor4b_4           2
o21ai_0          30
or4_1             1
xor2_1            3
ha_1              7
xnor2_1           2
buf_2             3
mux2i_1           1
buf_4             1
nand4b_1          1
nand2b_1          1
nand2_1          33
dfxtp_1           9
nor2_1            9
a211oi_1          1
mux4_2            8
and4bb_2          2
clkbuf_1          1
o21ai_1           4
buf_6             1
edfxtp_1         40
inv_1            39
fa_1              1
or3_1             1
## cells by family after synthesis
family,after synthesis
AOI/OAI and AO/OA,38
xor gates and xnor gates,5
adders and majority gates,8
buffers and inverters,45
DFF,49
muxes,9
and+or+nand+nor,50
## layout by cell type, fill, tap and decap left out, types with 2 or more instances in the layout
| master | count |
|---|---|
| dfxtp_1 | 9 |
| edfxtp_1 | 40 |
| nor2_1 | 8 |
| nor4b_4 | 2 |
| o21ai_0 | 30 |
| nand2_1 | 33 |
| clkbuf_8 | 5 |
| and4bb_2 | 2 |
| clkdlybuf4s50_1 | 21 |
| xor2_1 | 3 |
| mux4_2 | 8 |
| xnor2_1 | 2 |
| o21ai_1 | 4 |
| ha_1 | 7 |
| a21oi_1 | 3 |
| inv_1 | 39 |
## layer usage
layer / track usage / vias to the layer above / share of wire
met5: 0 / - / 0
met4: 0.0167 / 0 / 0.0097
met3: 0.0455 / 5 / 0.070
met2: 0.245 / 45 / 0.45
met1: 0.253 / 712 / 0.47
li1: - / 739 / -
## where the power goes
group	leakage [uW]	internal [uW]	switching (uW)	total [uW]
Clock	0.0000445	138	193	331
Combinational	0.000520	89.7	87.4	177
Sequential	0.000454	664	30.7	694
## worst max path at each step
stage	endpoint	slack, ns	depth (start not counted)
4_1_cts	number_of_current_entries[2]	1.22	8
6_report	number_of_current_entries[2]	1.22	8
5_1_grt	number_of_current_entries[2]	1.15	8
## final cells by class
class / count / area share
Clock inverter: 3 / 0.00776
Tap cell: 72 / 0.0329
Timing Repair Buffer: 23 / 0.0867
Multi-Input combinational cell: 110 / 0.290
Clock buffer: 5 / 0.0251
Sequential cell: 49 / 0.504
Inverter: 39 / 0.0534
## stage by stage
step / power [uW] / worst slack (ns) / cell area, um2 / hold slack (ns)
floorplan: 821 / 0.899 / 2360 / 0.419
global placement: 884 / 0.941 / 2650 / 0.486
detailed placement: 886 / 0.911 / 2650 / 0.474
CTS: 1210 / 1.22 / 2740 / 0.491
global route: 1260 / 1.15 / 2740 / 0.511
finish: 1200 / 1.22 / 2740 / 0.489
## worst max-delay path, stage by stage
cell and delay, ns:
clkdlybuf4s50_1 0.49, inv_1 0.12, ha_1 0.23, inv_1 0.09, fa_1 0.37, xor2_1 0.15
or3_1 0.31, a21oi_1 0.14
No activity file was given, so power comes from the tool's default toggle rates.
