**design.v**
```verilog
package  Pipe_Buf_Reg_PKG;
    typedef struct packed{
        logic [8:0]     Curr_Pc;
        logic [31:0]    Curr_Instr;
    } if_id_reg;
    typedef struct packed{
        logic ALUSrc;
        logic MemtoReg;
        logic RegWrite;
        logic MemRead;
        logic MemWrite;
        logic [1:0]     ALUOp;
        logic Branch;
        logic JalrSel;
        logic [1:0]     RWSel;
        logic [8:0]     Curr_Pc;
        logic [31:0]    RD_One;
        logic [31:0]    RD_Two;
        logic [4:0]     RS_One;
        logic [4:0]     RS_Two;
        logic [4:0]     rd;
        logic [31:0]    ImmG;
        logic [2:0]     func3;
        logic [6:0]     func7;
        logic [31:0]    Curr_Instr;
    } id_ex_reg;
    typedef struct packed{
        logic RegWrite;
        logic MemtoReg;
        logic MemRead;
        logic MemWrite;
        logic [1:0]     RWSel;
        logic [31:0]    Pc_Imm;
        logic [31:0]    Pc_Four;
        logic [31:0]    Imm_Out;
        logic [31:0]    Alu_Result;
        logic [31:0]    RD_Two;
        logic [4:0]     rd;
        logic [2:0]     func3;
        logic [6:0]     func7;
        logic [31:0]    Curr_Instr;
    } ex_mem_reg;
    typedef struct packed{
        logic RegWrite;
        logic MemtoReg;
        logic [1:0]     RWSel;
        logic [31:0]    Pc_Imm;
        logic [31:0]    Pc_Four;
        logic [31:0]    Imm_Out;
        logic [31:0]    Alu_Result;
        logic [31:0]    MemReadData;
        logic [4:0]     rd;
        logic [31:0]    Curr_Instr;
    } mem_wb_reg;
endpackage
`timescale 1ns / 1ps
module BranchUnit
    #(parameter PC_W = 9)
    (input logic [PC_W-1:0] Cur_PC,
     input logic [31:0] Imm,
     input logic JalrSel,
     input logic Branch,
     input logic [31:0] AluResult,
     output logic [31:0] PC_Imm,
     output logic [31:0] PC_Four,
     output logic [31:0] BrPC,
     output logic PcSel);
    logic Branch_Sel;
    logic [31:0] PC_Full;
    assign PC_Full = {23'b0, Cur_PC};
    assign PC_Imm = PC_Full + Imm;
    assign PC_Four = PC_Full + 32'b100;
    assign Branch_Sel = Branch && AluResult[0];  
    assign BrPC = (JalrSel) ? AluResult :      
                  (Branch_Sel) ? PC_Imm : 32'b0;   
    assign PcSel = JalrSel || Branch_Sel;   
endmodule
```
**run.sh**
```bash
#!/bin/bash
# OpenROAD 26Q1-2900-gdf79404cd8, Yosys 0.63+post, stock flow scripts
make -C /OpenROAD-flow-scripts/flow DESIGN_CONFIG=/design/flow/config.mk WORK_HOME=/design/flow/orfs finish
```
**config.mk**
```make
export PLATFORM = sky130hd
export DESIGN_NAME = BranchUnit
export DESIGN_NICKNAME = BranchUnit
export VERILOG_FILES = /design/flow/design.v
export SDC_FILE = /design/flow/constraint.sdc
export NUM_CORES = 4
export LEC_CHECK = 1
export CORE_AREA = 10 10 111 111
export DIE_AREA = 0 0 121 121
```
**constraint.sdc**
```tcl
current_design BranchUnit

set clk_period 11.6
set clk_io_pct 0.2

create_clock -name clk0 -period $clk_period

set non_clock_inputs [all_inputs -no_clocks]
set_input_delay [expr $clk_period * $clk_io_pct] -clock clk0 $non_clock_inputs
set_output_delay [expr $clk_period * $clk_io_pct] -clock clk0 [all_outputs]
```
==> flow_metrics.env <==
# yosys + openroad results
export IMPL_xor_area_share_pct=13.1
export IMPL_rsz0062_at_grt="no"
export IMPL_synthTopLogicFamily="AND-OR/OR-AND gates"
export IMPL_hp_start="Cur_PC[0]"
export IMPL_rows=36
export IMPL_finalCritPeriodShare_pct=65.3
export IMPL_antenna_found_initial=0
export IMPL_setup_violations=0
export IMPL_drt_vias_per_instance=4.93
export IMPL_dp_hpwl_um=8380
export IMPL_num_antenna_cells=0
export IMPL_drv_cap=0
export IMPL_ant_nets=0
export IMPL_ys_seq_share_pct=0
export IMPL_cp_arrival_ps=5250
export IMPL_use_met2_pct=22.0
export IMPL_clkbuf_count=0
export IMPL_grt_use_met3_pct=3.02
export IMPL_drc=0
export IMPL_overflow=0
export IMPL_tightestPinTransition_ps=645
export IMPL_initCoreUtil_pct=22.4
export IMPL_flop_count=0
export IMPL_drtPass1Iterations=4
export IMPL_num_vias=2859
export IMPL_path_class="primary input to output port"
export IMPL_areaGrowthSynthToFinish_pct=67.2
export IMPL_mux_share_pct=0
export IMPL_busiest_layer="met2"
export IMPL_yosys_warnings=0
export IMPL_use_met1_pct=16.4
export IMPL_setup_slack_ps=4030
export IMPL_post_cts_setup_buffer_count=0
export IMPL_die_w_um=121
export IMPL_synthCells=322
export IMPL_dieHeight_um=121
export IMPL_synth_cell_types=54
export IMPL_synth_adder_area_share_pct=6.58
export IMPL_io_pins=172
export IMPL_tns_ps=0
export IMPL_wl_per_cell_um=17.4
export IMPL_cp_required_ps=9280
export IMPL_cp_end_kind="output port"
export IMPL_coreArea_um2=9860
export IMPL_status="finished clean"
export IMPL_min_period_ps=7570
export IMPL_hold_viol_final=0
export IMPL_grt_pass1_vias=2874
export IMPL_syn_area_um2=2210
export IMPL_layout_drive_gt1_share_pct=3.13
export IMPL_ir_worst_vdd_v=0.0000141
export IMPL_cp_startpoint="Cur_PC[0]"
export IMPL_ys_chip_area_um2=2210
export IMPL_grt_first_pass_wirelength_um=15400
export IMPL_layout_area_seq_um2=0
export IMPL_slew_headroom_pct=56.6
export IMPL_warnings=32
export IMPL_dp_slack_ps=4000
export IMPL_worst_path_max_fanout=21
export IMPL_ctsHoldBuffers=0
export IMPL_max_freq_ghz=0.132
export IMPL_drt_iter0_markers=156
export IMPL_layout_top_cell="clkdlybuf4s50_1"
export IMPL_die_area_um2=14600
export IMPL_syn_mean_instance_area_um2=6.85
export IMPL_post_cts_resize_count=0
export IMPL_grtUsageTotal_pct=12.7
export IMPL_startpoint_type="primary input"
export IMPL_routabilityCongestion=0.854
export IMPL_powerDensity_nw_per_um2=38.1
export IMPL_lay_top_cells="clkdlybuf4s50_1 (150), nand2_1 (31), conb_1 (22)"
export IMPL_p_leak_nw=1.30
export IMPL_simple_gate_area_share_pct=29.8
export IMPL_ys_cells=322
export IMPL_synthAoiAreaFrac_pct=34.8
export IMPL_worstHoldPathType="primary input to output port"
export IMPL_io_buffers=150
export IMPL_grt_max_degree=53
export IMPL_drv_slew=0
export IMPL_routed_wl_um=10100
[final cells by class]
| cell class | instances | area (um^2) |
|---|---|---|
| tap | 133 | 166 |
| inverter | 9 | 33.8 |
| fill | 1031 | 6180 |
| multi-input combinational | 282 | 1940 |
| timing repair buffer | 156 | 1550 |
[final timing paths]
| path | to | slack, ps | cells past startpoint |
|---|---|---|---|
| worst max-delay path | BrPC[18] | 4030 | 10 |
| worst min-delay path | PC_Four[0] | 5480 | 2 |
[worst max-delay path: stages]
cell and delay [ps]:
clkdlybuf4s50_1 420, ha_1 240, fa_1 410, a21oi_1 210
o21ai_0 200, a21oi_1 190, buf_4 260, nor2_1 130
o311ai_0 330, clkdlybuf4s50_1 540
[where the power goes]
group          internal, mW  total (mW)  switching, mW  leakage (nW)
Clock                     0           0              0             0
Sequential                0           0              0             0
Combinational        0.0841       0.141         0.0566          1.30
Total                0.0841       0.141         0.0566          1.30
[per-stage QoR]
stage | instance area (um^2) | total power [mW] | std cells | utilization (%) | hold WS [ps]
finish | 3690 | 0.141 | 580 | 37.4 | 5480
global route | 3690 | 0.155 | 580 | 37.4 | 5520
CTS | 3690 | 0.143 | 580 | 37.4 | 5490
detailed placement | 3690 | 0.142 | 580 | 37.4 | 5500
global placement | 3690 | 0.143 | 580 | 37.4 | 5490
floorplan | 2280 | 0.0567 | 343 | - | 4650
[Yosys cell counts, types with 4 or more instances]
library cell	count	area, um^2
o311ai_0	4	35.0
or4_1	8	60.1
a311o_1	4	40.0
nor2_1	10	37.5
nand2_1	31	116
buf_2	7	35.0
a211oi_1	4	30.0
xor2_1	18	158
clkbuf_1	13	48.8
xnor2_1	15	131
and2_1	5	31.3
a21oi_1	13	65.1
inv_1	9	33.8
o21ai_0	4	20.0
nand3_1	17	85.1
buf_4	26	195
buf_1	4	15.0
a22o_1	7	61.3
a21o_1	4	30.0
a31oi_1	8	50.1
ha_1	10	125
a32oi_1	8	70.1
o211ai_1	15	113
and3_1	5	31.3
nand4_1	10	62.6
nor3_1	12	60.1
a32o_1	10	100
[logic make-up (layout without fill, tap and decap cells)]
group           count (synthesis)  in the layout
other cells                     1             22
xor+xnor                       33             33
compound gates                 97             97
simple gates                  119            119
buf+inv                        61            165
fa+ha+maj                      11             11
[metal layers]
metal,wire [um],vias to the layer above
met5,0,-
met4,0,0
met3,775,0
met2,4890,109
met1,4440,1284
li1,-,1466
Power is estimated from default activity; no workload was simulated.
