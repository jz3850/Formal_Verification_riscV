--- flow/run.sh ---
#!/bin/bash
# OpenROAD 26Q1-2900-gdf79404cd8, Yosys 0.63+post, stock flow scripts
make -C /OpenROAD-flow-scripts/flow DESIGN_CONFIG=/design/flow/config.mk WORK_HOME=/design/flow/orfs finish
--- flow/config.mk ---
export PLATFORM = sky130hd
export DESIGN_NAME = alu
export DESIGN_NICKNAME = alu
export VERILOG_FILES = /design/flow/design.v
export SDC_FILE = /design/flow/constraint.sdc
export NUM_CORES = 4
export LEC_CHECK = 1
export CORE_UTILIZATION = 30
--- flow/constraint.sdc ---
current_design alu

set clk_period 19.7
set clk_io_pct 0.2

create_clock -name clk0 -period $clk_period

set non_clock_inputs [all_inputs -no_clocks]
set_input_delay [expr $clk_period * $clk_io_pct] -clock clk0 $non_clock_inputs
set_output_delay [expr $clk_period * $clk_io_pct] -clock clk0 [all_outputs]
--- flow/design.v ---
package  Pipe_Buf_Reg_PKG;
    typedef struct packed{
        logic [8:0]     Curr_Pc;
        logic [31:0]    Curr_Instr;
    } if_id_reg;
    typedef struct packed{
        logic ALUSrc;
        logic MemtoReg;
        logic RegWrite;
        logic MemRead;
        logic MemWrite;
        logic [1:0]     ALUOp;
        logic Branch;
        logic JalrSel;
        logic [1:0]     RWSel;
        logic [8:0]     Curr_Pc;
        logic [31:0]    RD_One;
        logic [31:0]    RD_Two;
        logic [4:0]     RS_One;
        logic [4:0]     RS_Two;
        logic [4:0]     rd;
        logic [31:0]    ImmG;
        logic [2:0]     func3;
        logic [6:0]     func7;
        logic [31:0]    Curr_Instr;
    } id_ex_reg;
    typedef struct packed{
        logic RegWrite;
        logic MemtoReg;
        logic MemRead;
        logic MemWrite;
        logic [1:0]     RWSel;
        logic [31:0]    Pc_Imm;
        logic [31:0]    Pc_Four;
        logic [31:0]    Imm_Out;
        logic [31:0]    Alu_Result;
        logic [31:0]    RD_Two;
        logic [4:0]     rd;
        logic [2:0]     func3;
        logic [6:0]     func7;
        logic [31:0]    Curr_Instr;
    } ex_mem_reg;
    typedef struct packed{
        logic RegWrite;
        logic MemtoReg;
        logic [1:0]     RWSel;
        logic [31:0]    Pc_Imm;
        logic [31:0]    Pc_Four;
        logic [31:0]    Imm_Out;
        logic [31:0]    Alu_Result;
        logic [31:0]    MemReadData;
        logic [4:0]     rd;
        logic [31:0]    Curr_Instr;
    } mem_wb_reg;
endpackage
`timescale 1ns / 1ps
module alu#(
        parameter DATA_WIDTH = 32,
        parameter OPCODE_LENGTH = 4
        )
        (
        input logic [DATA_WIDTH-1:0]    SrcA,
        input logic [DATA_WIDTH-1:0]    SrcB,
        input logic [OPCODE_LENGTH-1:0]    Operation,
        output logic[DATA_WIDTH-1:0] ALUResult
        );
        always_comb
        begin
            case(Operation)
            4'b0000:         
                    ALUResult = SrcA & SrcB;
            4'b0001:         
                    ALUResult = SrcA | SrcB;
            4'b0010:         
                    ALUResult = $signed(SrcA) + $signed(SrcB);
            4'b0011:         
                    ALUResult = SrcA ^ SrcB;
            4'b0100:         
                    ALUResult = SrcA << SrcB[4:0];
            4'b0101:         
                    ALUResult = SrcA >> SrcB[4:0];
            4'b0110:         
                    ALUResult = $signed(SrcA) - $signed(SrcB);
            4'b0111:         
                    ALUResult = $signed(SrcA) >>> SrcB[4:0];
            4'b1000:         
                    ALUResult = (SrcA == SrcB) ? 1 : 0;
            4'b1001:         
                    ALUResult = (SrcA != SrcB) ? 1 : 0;
            4'b1100:         
                    ALUResult = ($signed(SrcA) < $signed(SrcB)) ? 1 : 0;
            4'b1101:         
                    ALUResult = ($signed(SrcA) >= $signed(SrcB)) ? 1 : 0;
            4'b1110:         
                    ALUResult = (SrcA < SrcB) ? 1 : 0;
            4'b1111:         
                    ALUResult = (SrcA >= SrcB) ? 1 : 0;
            4'b1010:         
                    ALUResult = 1;
            default:
                    ALUResult = 0;
            endcase
        end
endmodule
==> flow_metrics.env <==
# physical design summary
export IMPL_powerDensity_nw_per_um2=29.98
export IMPL_grt_pass1_wl_mm=63.37
export IMPL_arrival_ns=9.14
export IMPL_start_kind="input port"
export IMPL_ys_chip_area_um2=8605
export IMPL_simple_gate_share=0.1956
export IMPL_warning_count=100
export IMPL_syn_to_final_growth_pct=14.03
export IMPL_die_w_um=171.4
export IMPL_logic_area_um2=7769
export IMPL_worst_pin_slew_ns=0.7861
export IMPL_drt_total_wl_mm=42.47
export IMPL_vias=10710
export IMPL_routedWlPerCell_um=24.49
export IMPL_seq_cells=0
export IMPL_syn_inst=1337
export IMPL_synthesis_area_um2=8605
export IMPL_setup_violations=0
export IMPL_crit_fanout=36
export IMPL_drive_gt1_frac=0.06195
export IMPL_drt_iter0_drc=1379
export IMPL_num_antenna_cells=0
export IMPL_clkbuf_count=0
export IMPL_rows=61
export IMPL_end_kind="output pin"
export IMPL_status="finished, final reports clean"
export IMPL_p_leak_nw=4.099
export IMPL_grt_max_degree=65
export IMPL_synth_area_per_cell_um2=6.436
export IMPL_required_ns=15.76
export IMPL_grt_setup_unrepaired="no"
export IMPL_holdBufCountCts=0
export IMPL_synthMuxAreaShare=0.1472
export IMPL_crit_type="in2out"
export IMPL_max_cap_violations=0
export IMPL_grt_pass1_vias=9859
export IMPL_overflow=0
export IMPL_grt_use_total=0.2936
export IMPL_num_io_pins=100
export IMPL_slew_headroom=0.4704
export IMPL_finalClockPeriodUsage=0.6640
export IMPL_dpl_hpwl_mm=33.52
export IMPL_ys_seq_share=0
export IMPL_drtPass1Iterations=6
export IMPL_vdd_drop_max_v=0.00001063
export IMPL_max_freq_mhz=76.45
export IMPL_fill_cells=3076
export IMPL_fin_tns_setup_ns=0
export IMPL_antenna_found_initial=0
export IMPL_layout_top_cell="nor2_1"
export IMPL_final_area_um2=9812
export IMPL_seqCellArea_um2=0
export IMPL_die_h_um=171.4
export IMPL_adder_share=0.1501
export IMPL_cts_resized=0
export IMPL_fin_crit_ns=13.08
export IMPL_aoi_share=0.4064
export IMPL_ys_cells=1337
export IMPL_postPlaceCellArea_um2=9812
export IMPL_finalHoldViolations=0
export IMPL_fp_util=0.3072
export IMPL_port_buffers=100
export IMPL_core_um2=28010
export IMPL_avgViaCountPerCell=6.176
export IMPL_hp_class="in2out"
export IMPL_yosysWarnings=1
export IMPL_final_cell_count_no_fill=1734
export IMPL_die_area_um2=29360
export IMPL_postCtsSetupRepairBufs=0
export IMPL_ant_nets=0
export IMPL_xor_area_frac=0.003054
export IMPL_drc=0
export IMPL_top_logic_kind="AND-OR/OR-AND gates"
export IMPL_slew_violations=0
export IMPL_ys_types=71
export IMPL_dp_cells=1734
export IMPL_place_congestion=1.041
export IMPL_final_layout_top_logic_cells="nor2_1 (149), a21oi_1 (129), nand2_1 (114)"
-- synthesized netlist by cell type, types with 10 or more instances --
cell / number / area [µm²]
a22oi_1: 11 / 82.58
o211ai_1: 28 / 210.2
o221ai_1: 12 / 105.1
ha_1: 100 / 1251
and2_1: 11 / 68.82
o31ai_1: 13 / 97.59
a211o_1: 13 / 113.9
mux4_2: 21 / 473.0
o22ai_1: 15 / 93.84
nand2b_1: 19 / 118.9
a21o_1: 23 / 172.7
mux2i_1: 68 / 680.7
nand3_1: 17 / 85.08
nand2_1: 114 / 427.9
buf_2: 12 / 60.06
a31oi_1: 14 / 87.58
buf_1: 21 / 78.83
clkbuf_1: 69 / 259.0
inv_1: 105 / 394.1
o21ai_0: 97 / 485.5
mux2_2: 10 / 112.6
a21oi_1: 129 / 645.6
a221oi_1: 17 / 148.9
nor3_1: 26 / 130.1
o21bai_1: 16 / 120.1
o2111ai_1: 10 / 87.58
o21ai_1: 45 / 225.2
a211oi_1: 25 / 187.7
nor2_1: 151 / 566.8
-- metal layers --
layer / routed length [µm] / vias up / global-route usage
met5: 0 / - / 0
met4: 962 / 0 / 0.05707
met3: 4444 / 66 / 0.06512
met2: 18290 / 577 / 0.4380
met1: 18770 / 5091 / 0.4335
li1: - / 4975 / -
-- through the flow --
stage	setup WS (ns)	total power [mW]	utilization	hold WS (ns)
floorplan	8.144	0.1732	-	8.003
global placement	6.844	0.2881	0.3503	9.059
detailed placement	6.726	0.2857	0.3503	9.062
CTS	6.731	0.2876	0.3503	9.069
global route	6.493	0.3166	0.3503	9.107
finish	6.620	0.2942	0.3503	9.062
-- path summary, 6_finish.rpt --
kind,from,endpoint,slack [ns],depth (start not counted)
min,Operation[0],ALUResult[6],9.06,6
max,SrcB[4],ALUResult[30],6.62,15
-- worst max-delay path, stage by stage --
cell	delay, ns
clkdlybuf4s50_1	0.45
buf_4	0.34
clkinv_1	0.62
ha_1	0.61
a21oi_1	0.24
o31ai_1	0.11
a21o_1	0.23
a31o_2	0.29
a211oi_1	0.61
o31ai_1	0.32
nand2b_1	0.19
a311oi_1	0.12
a221o_1	0.36
a211o_1	0.29
clkdlybuf4s50_1	0.40
-- logic make-up after synthesis --
logic type / count (synthesis)
compound gates: 535
simple gates: 381
buf+inv: 217
fa+ha+maj: 102
mux: 99
xor+xnor: 3
-- area by class of cell --
| type | instances | share of cell area |
|---|---|---|
| Inverter | 113 | 0.04323 |
| Tap cell | 378 | 0.04820 |
| Timing Repair Buffer | 123 | 0.1168 |
| Multi-Input combinational cell | 1120 | 0.7918 |
-- power breakdown --
| part | total [mW] | switching (mW) | internal [mW] |
|---|---|---|---|
| sequential | 0 | 0 | 0 |
| clock | 0 | 0 | 0 |
| combinational | 0.294 | 0.182 | 0.112 |
Power figures rest on the tool's default switching activity, not on a simulated workload.
